===== /design/flow/design.v =====
module clkdvd (
  input  clk,  
  input [1:0] x,
  output reg out
);
reg a,b,c,d;
reg [3:0]y=0,y1=0,y2=0,y3=0 ;
  always@ (*) begin
  case(x)
  2'b00:   out=a;
  2'b01:   out=b;
  2'b11:   out=c;
  2'b10:   out=d;
  endcase
  end
  always @ (posedge clk) begin
   y <= y+1;
   if ((y %2)==1) begin
    a  = 1;
   end 
   else begin
    a = 0;
   end
 end
 always @ (posedge a) begin
   y1 <= y1+1;
   if ((y %4)==1)  begin
    b = 1;
   end else begin
    b = 0;
   end
  end
  always @ (posedge b) begin
   y2 <= y2+1;
   if ((y %8)==1)  begin
    c = 1;
   end else begin
    c = 0;
   end
 end
 always @ (posedge c) begin
   y3 <= y3+1;
   if ((y %16)==1)  begin
    d = 1;
   end else begin
    d = 0;
   end
 end
endmodule	
module count_speed ( 
  input clk, rst, x,
   output reg [7:0]out
);
 wire slow_clk,slct_clk;
clkdvd divider(.out(slow_clk),.x(2'b01),.clk(clk));
 assign slct_clk= x? clk: slow_clk;
always @(posedge slct_clk) begin
    if (rst) begin 
      out <= 8'b0;   
    end else begin
	 out <= out + 1;
  end
  end
endmodule

===== /design/flow/run.sh =====
#!/bin/bash
# OpenROAD 26Q1-2900-gdf79404cd8, Yosys 0.63+post, stock flow scripts
make -C /OpenROAD-flow-scripts/flow DESIGN_CONFIG=/design/flow/config.mk WORK_HOME=/design/flow/orfs finish

===== /design/flow/config.mk =====
export PLATFORM = sky130hd
export DESIGN_NAME = count_speed
export DESIGN_NICKNAME = count_speed
export VERILOG_FILES = /design/flow/design.v
export SDC_FILE = /design/flow/constraint.sdc
export NUM_CORES = 4
export LEC_CHECK = 1
export CORE_AREA = 10 10 72 72
export DIE_AREA = 0 0 82 82

===== /design/flow/constraint.sdc =====
current_design count_speed

set clk_period 1.4
set clk_io_pct 0.2

create_clock -name clk0 -period $clk_period [get_ports {clk}]

set non_clock_inputs [all_inputs -no_clocks]
set_input_delay [expr $clk_period * $clk_io_pct] -clock clk0 $non_clock_inputs
set_output_delay [expr $clk_period * $clk_io_pct] -clock clk0 [all_outputs]

==> git commit body <==
Store results of the implementation flow

- Crit share post-route: 96.5%
- Placed cell count: 103
* Arr. time, crit path: 1.07 ns
* Hold violation total from the final report: 0
- Internal cell power: 0.852 mW
* Power share of the clock group: 73.5%
- From synthesis to final layout, the design area changed by 90.6%.
- Clock-pin slew was measured on the worst setup and hold paths at 0.04 ns.
- In the layout the commonest cells are 11 x clkbuf_8, 10 x buf_4, 7 x clkdlybuf4s15_1, 5 x nor2_1, 5 x dfxtp_2.
- The stage logs contain a warning count of 25.
* Leakage power total: 0.357 nW
* Post-synthesis average cell area: 10.0 um^2
- After floorplanning, the core was sized to cover 3690 um^2.
- The routed layout has 421 vias.
- Number of design rule violations left after detail routing: 0
- Starting density of the core: 11.9%
- Number of iterations in the first detailed-routing pass: 4
- Final period demand of the worst path: 1.35 ns
- Diode count: 0
* Combinational fraction of design power: 5.5%
- Entering global routing, the biggest net connects 6 pins.
* #FFs+latches synth: 12
* Total design power: 1.05 mW
* Via-per-instance ratio: 3.42
- Register area share after synthesis: 54.5%
* Worst clock skew on the final layout: 0.000739 ns
* Worst Tran Pin Value: 0.168 ns
- Startpoint Class: flop
- Summed over all layers, the global routing overflow is 0.
- Summing every instance area after synthesis gives 440 um^2.
* Fraction of power spent switching nets: 18.5%
* Number of cell instances after yosys synthesis: 44
- After its last routability iteration, the placer logged a weighted congestion of 0.738.
- The worst VDD IR drop from the latest analysis is 0.795 mV.
- Port bufs: 10
* Worst-skew pair later-pin latency: 0.57 ns
* Met3 demand-to-capacity share in global routing: 3.85%
- In this run the horizontal extent of the chip is 82 um.
- For this block, the routed nets add up to 1.17 mm of wire.
* Critical-path top delay cell: dfxtp_4
- Number of buffers and inverters on the critical path: 1
- The HPWL after detailed placement is 647 um.
* Antenna violations before repair: 0
- Outcome: finished, final reports clean
* Post-Layout Cell Count: 123
- Row generation in the floorplan step produced 22 rows.
- Synth cell types: 18
- CTS tree: yes
* Worst path top cell family by delay: flip-flops
- Setup TNS after final layout: 0 ns
- Across the run, the number of max-cap violations was 0.
- Met1 demand-to-capacity share in global routing: 4.38%
* Number of global-route vias before repair: 474
* Dpl ws: 0.105 ns
- Sequential share of power: 20.9%
- CP cell instances: clkdlybuf4s15_1
* Max transition margin: 88.7%
- Of the cells placed in the final design, the portion with a size suffix greater than 1 is 45.3%.
- # setup viols final: 0
* Chip area from the yosys synthesis statistics: 440 um^2
- Global routing used 4.31% of the available met2 tracks.
- Hold slack final: 0.376 ns
- According to the hold report, the worst path is of the reg -> reg type.
- Setup repair after global routing left no endpoint under its margin.
* Routed WL per cell: 9.54 um
* Critical path data required time: 1.12 ns
- In this run the count of I/O pins placed on the die edge is 11.
- Count of hold-fix buffers inserted at cts: 0
- Detailed-route iteration 0 reported a violation count of 4.
* Count of pins over their slew limit: 0
- Per STA, the highest per-stage delay on the worst path measures 0.33 ns.
* Maximum fanout along the worst path: 2
- For reference, the most critical setup path is categorized as reg -> out.
- The Yosys step of the flow raised 2 warnings.
* Maximum clock frequency: 0.740 GHz
* Global-route wire length before repair: 1.95 mm
* GR peak layer: met1
- Number of instances in the synthesized netlist: 44
* Number of unconstrained endpoints: 1
- Overall die height: 82 um
- STA classifies the critical path endpoint as an output port.
- The most common logic cell in the final layout is clkbuf_8.
- Final WS setup: 0.0489 ns
* Register pins left without a clock: 1
* Total track usage: 3.83%
- The chip occupies 6720 um^2.
* Power Dens Cells: 1240 nW/um^2
- In this run the remaining antenna-violating nets after routing total 0.
- Per the OpenROAD power report, switching power amounts to 0.193 mW.
-- per-stage QoR --
step           instance area, um^2  util [%]
2_1_floorplan                  440         -
3_3_place_gp                   612      16.6
3_5_place_dp                   612      16.6
4_1_cts                        845      22.9
5_1_grt                        840      22.8
6_report                       840      22.8
-- per-layer routing --
layer,vias to the layer above,routed length (um)
met3,4,198
met4,0,19
met1,189,526
li1,207,-
met2,21,429
met5,-,0
-- cells by family after synthesis --
family,count (synthesis),synth area share (%)
adder cells (fa/ha/maj),2,5.68
buffers and inverters,5,4.26
AND/OR/NAND/NOR,15,19.3
flip-flops,12,54.5
XOR/XNOR,3,5.97
AND-OR/OR-AND,6,7.67
multiplexers,1,2.56
-- power groups by stage --
| stage | clock [mW] | combinational, mW | sequential, mW |
|---|---|---|---|
| 4_1_cts | 0.790 | 0.0573 | 0.218 |
| 5_1_grt | 0.825 | 0.0633 | 0.219 |
| 6_report | 0.769 | 0.0577 | 0.219 |
-- final cells by class --
| class | instances | area, um^2 |
|---|---|---|
| fill | 398 | 2850 |
| tap | 48 | 60.1 |
| clock buffer | 12 | 155 |
| timing repair buffer | 20 | 170 |
| sequential | 12 | 258 |
| multi-input combinational | 27 | 181 |
| inverter | 4 | 15.0 |
-- path summary, 6_finish.rpt --
| check | start | end | slack (ns) | depth (start not counted) |
|---|---|---|---|---|
| worst max-delay path | out[0] | out[0] | 0.05 | 1 |
| worst min-delay path | divider.y[0] | divider.a | 0.38 | 0 |
| worst max register to register | out[0] | out[6] | 0.07 | 5 |
| worst min register to register | divider.y[0] | divider.a | 0.38 | 0 |
-- synth_stat cells (all sizes together) --
library cell,count,area (um^2)
dfxtp,12,240
nor2,5,18.8
inv,4,15.0
a21oi,3,15.0
nand3,3,15.0
ha,2,25.0
o21ai,2,10.0
or3,2,12.5
xor2,2,17.5
a31o,1,8.76
and2,1,6.26
and3,1,7.51
clkbuf,1,3.75
mux2,1,11.3
nand2b,1,6.26
nand4,1,12.5
nor2b,1,6.26
xnor2,1,8.76
-- timing repair --
item	4_1_cts	5_1_grt
pin swaps	0	0
endpoints found under the setup margin	8	1
gates resized	27	1
setup buffers	8	0
-- sequential cells by signal, summed over array words and instances, names as in the netlist --
register and cells:
divider.a 1, divider.b 1, divider.y 2, out 8
Power is estimated from default activity; no workload was simulated.
